--- flow/run.sh ---
#!/bin/bash
# OpenROAD 26Q1-2900-gdf79404cd8, Yosys 0.63+post, stock flow scripts
make -C /OpenROAD-flow-scripts/flow DESIGN_CONFIG=/design/flow/config.mk WORK_HOME=/design/flow/orfs finish
--- flow/config.mk ---
export PLATFORM = sky130hd
export DESIGN_NAME = s27
export DESIGN_NICKNAME = s27
export VERILOG_FILES = /design/flow/design.v
export SDC_FILE = /design/flow/constraint.sdc
export NUM_CORES = 4
export LEC_CHECK = 1
export CORE_AREA = 10 10 70 70
export DIE_AREA = 0 0 80 80
--- flow/constraint.sdc ---
current_design s27

set clk_period 1.6
set clk_io_pct 0.2

create_clock -name clk0 -period $clk_period [get_ports {CK}]

set non_clock_inputs [all_inputs -no_clocks]
set_input_delay [expr $clk_period * $clk_io_pct] -clock clk0 $non_clock_inputs
set_output_delay [expr $clk_period * $clk_io_pct] -clock clk0 [all_outputs]
--- flow/design.v ---
module dff (CK,Q,D);
input CK,D;
output Q;
reg Q;
always @ (posedge CK)
  Q <= D;
endmodule
module s27(CK,G0,G1,G17,G2,G3);
input CK,G0,G1,G2,G3;
output G17;
  wire G5,G10,G6,G11,G7,G13,G14,G8,G15,G12,G16,G9;
  dff DFF_0(CK,G5,G10);
  dff DFF_1(CK,G6,G11);
  dff DFF_2(CK,G7,G13);
  not NOT_0(G14,G0);
  not NOT_1(G17,G11);
  and AND2_0(G8,G14,G6);
  or OR2_0(G15,G12,G8);
  or OR2_1(G16,G3,G8);
  nand NAND2_0(G9,G16,G15);
  nor NOR2_0(G10,G14,G11);
  nor NOR2_1(G11,G5,G9);
  nor NOR2_2(G12,G1,G7);
  nor NOR2_3(G13,G2,G12);
endmodule
==> CHANGELOG.md <==
### Changed

- Status: finished clean
- Register share after synthesis: 0.527
- Largest delay share family, worst path: buffers and inverters
- CP max-delay cell: clkdlybuf4s50_1
- Critical path endpoint category: primary output
- Core Util at FP: 0.0333
- Ys Warns: 1
- Rows: 21
- Yosys reg bits: 3
- Gpl congestion: about 0.6
- Class of the worst hold path: reg2reg
- Syn Inst Count: 10
- Largest net degree at the start of global routing: 3
- Layout Utilization: 0.0751
- Hold Fails Final Rpt: 0
- Total gr overflow: 0
- Total detailed-routing wirelength: ~360 um
- CTS Root Cell: clkbuf_4
- Violation tally from detailed-route iteration zero: 2
- Core area: between 0.003 and 0.004 mm2
- Syn avg cell area: roughly 11 um2
- Final Setup Violations: 0
- Filler Cell Count: about 410
- Yosys cell count: 10
- Min Tclk post-route: roughly 1.5 ns
- Worst path bufs/invs: 2
- Log Warnings: 25
- First-pass GRT wire length: 538 um
- Max Fclk: 683 MHz
- Crit path from: G3
- Initial antenna violation count: 0
- Slew margin rel.: 0.854
- Sink Count: 3
- Num CTS Buffers: 3
- FF-to-FF Start: DFF_2.Q
- Cycle use final: 0.916
- Worst endpoint data arrival time: ~1.2 ns
- Maximum vdd drop: approximately 0.14 mV
- Max-cap violation count: 0
- Worst-path clk slew: about 0.030 ns
- I/O pins: 6
- GRT Overall Usage: 0.0125
- RSZ-0062 raised after global routing: no
- Flop2flop setup slack: ~0.62 ns
- Yosys stat area: approximately 110 um2
- PwrDens: 930 mW/mm2
- Final antenna-violating net count: 0
- Gate Area: 53.8 um2
- CTS tree: built
- Chip width: 80 um
- LEAKAGE: just under 0.1 nW
- Clk buf depth: 2
- Layout cells sized above 1: 0.333
- Worst reg2reg endpoint: DFF_0.Q
- Routed vias: about 100
- WP data required: 1.28 ns
- Register area: approximately 60 um2
- Slew Viols, Final: 0
- Crit-path cells: clkdlybuf4s50_1 > nor4b_4 > a21oi_1 > clkbuf_2
- Cts hold-fix bufs: 0
- Synthesized cell area: roughly 110 um2
- Critical Path Max Stage Delay: 0.46 ns
- Die height: around 80 um
- DRC Markers: 0
- Cell Type Count: 6
- Worst Tran Pin Value: 0.218 ns
- Clock Skew: 0.00216 ns
- WL/cell: ~5.4 um
- Clk Latency, worst-skew pair: 0.23 ns
- Critical path class: in2out
- Crit path capture: G17
- Fin worst setup slack: ~0.13 ns
- Reg2reg path depth: 4
- Vias in the first global route: about 120
- Die ar.: around 0.0064 mm2
- Antenna diodes: 0
- Worst-path fanout max: 2
- Synthesis-to-layout area growth: 125%
- Final Power: roughly 240 uW
- Worst path depth: 4
- Vias/cell: around 1.5
- Router iterations before antenna repair: 2
- Port bufs: 5
- CTS H-tree depth: 1
- Place WS: -0.231 ns
- CP startpoint kind: input pin
logic make-up after synthesis:
logic type | share of synthesized area
AOI/OAI and AO/OA | 0.110
DFF | 0.527
and+or+nand+nor | 0.363
per-layer routing:
layer  vias up  wire length (um)  GRT usage
li1         55                 -          -
met1        44               151     0.0120
met2         4               144     0.0136
met3         0                63     0.0193
met4         0                 0    0.00352
met5         -                 0          0
per-stage QoR:
step                      cell area [um2]  hold WS (ns)  setup TNS (ns)  instances
after CTS                             262         0.453               0         67
final                                 256         0.452               0         67
after floorplan                       114         0.392               0         10
after global placement                229         0.437          -0.248         62
after global routing                  256         0.481               0         67
after detailed placement              229         0.444          -0.231         62
worst reg2reg max path: stages, from the launching register on:
cell	delay [ns]
dfxtp_1	0.32
nor4b_4	0.28
buf_4	0.15
buf_4	0.09
nor2b_1	0.04
registers in the layout (all words and copies together), names as in the netlist:
| register | flops |
|---|---|
| DFF_2.Q | 1 |
| DFF_1.Q | 1 |
| DFF_0.Q | 1 |
synth_stat cells:
cell,count,area share
nor4b_4,1,0.21
a21oi_1,1,0.044
nor2b_1,1,0.055
nor2_1,3,0.099
dfxtp_1,3,0.53
a21o_1,1,0.066
report_power, final:
group / leakage (nW) / internal (mW) / switching, mW / total, mW
Clock: 0.0150 / 0.0933 / 0.0371 / 0.130
Combinational: 0.0585 / 0.0165 / 0.00687 / 0.0234
Sequential: 0.0250 / 0.0805 / 0.00423 / 0.0847
Total: 0.0985 / 0.190 / 0.0482 / 0.239
cell usage in the layout, fill, tap and decap left out:
| master | n |
|---|---|
| dfxtp_1 | 3 |
| nor2_1 | 3 |
| clkbuf_4 | 3 |
| clkdlybuf4s50_1 | 3 |
| buf_4 | 2 |
| nor4b_4 | 1 |
| a21o_1 | 1 |
| nor2b_1 | 1 |
| a21oi_1 | 1 |
| clkbuf_1 | 1 |
| dlygate4sd2_1 | 1 |
| clkbuf_2 | 1 |
area by class of cell:
class,count,share of cell area
sequential,3,0.234
tap,46,0.224
clock buffer,4,0.102
multi-input combinational,7,0.210
timing repair buffer,7,0.229
worst min-delay path by stage:
stage	startpoint	endpoint	slack, ns	cells after the start
4_1_cts	DFF_1.Q	DFF_1.Q	0.45	1
5_1_grt	DFF_1.Q	DFF_1.Q	0.48	1
6_report	DFF_1.Q	DFF_1.Q	0.45	1
repair_timing:
item | CTS | global route
setup buffers | 1 | 0
pin swaps | 1 | 0
setup endpoints to repair | 1 | 1
resized | 3 | 1
Power and IR drop assume default switching activity.
